==> ./design.v <==
`timescale 1ns / 1ps 
module controller( input logic clk, nextInstructionButton, switch, input logic [2:0] opCode, input logic immediateBit, 
					output logic writePc, memToReg, jumpEnable, aluCtrl, writeDst, writeFromIns, writeMemory, writeReg);
	always_comb begin
	if (nextInstructionButton || switch) begin
		case(opCode)
		3'b000: begin  
			if (immediateBit == 0) begin 
				writePc <= 1;
				memToReg <= 0;
				jumpEnable <= 0;
				aluCtrl <= 0;
				writeDst <= 0;
				writeFromIns <= 0;
				writeMemory <= 1;
				writeReg <= 0;
			end else begin 
				writePc <= 1;
				memToReg <= 0;
				jumpEnable <= 0;
				aluCtrl <= 0;
				writeDst <= 1;
				writeFromIns <= 1;
				writeMemory <= 1;
				writeReg <= 0;
			end
		end
		3'b001:begin  
			if (immediateBit == 0) begin 
				writePc <= 1;
				memToReg <= 1;
				jumpEnable <= 0;
				aluCtrl <= 0;
				writeDst <= 0;
				writeFromIns <= 0;
				writeMemory <= 0;
				writeReg <= 1;
			end else begin 
				writePc <= 1;
				memToReg <= 0;
				jumpEnable <= 0;
				aluCtrl <= 0;
				writeDst <= 1;
				writeFromIns <= 1;
				writeMemory <= 0;
				writeReg <= 1;
			end
		end
		3'b010: begin  
			writePc <= 1;
			memToReg <= 0;
			jumpEnable <= 0;
			aluCtrl <= 0;
			writeDst <= 1;
			writeFromIns <= 0;
			writeMemory <= 0;
			writeReg <= 1;
		end
		3'b101: begin  
			writePc <= 1;
			memToReg <= 0;
			jumpEnable <= 1;
			aluCtrl <= 1;
			writeDst <= 0;
			writeFromIns <= 0;
			writeMemory <= 0;
			writeReg <= 0;
		end
		3'b111: begin  
			writePc <= 0;
			memToReg <= 0;
			jumpEnable <= 0;
			aluCtrl <= 0;
			writeDst <= 0;
			writeFromIns <= 0;
			writeMemory <= 0;
			writeReg <= 0;
		end 
		default: begin
			writePc <= 1;
			memToReg <= 0;
			jumpEnable <= 0;
			aluCtrl <= 0;
			writeDst <= 0;
			writeFromIns <= 0;
			writeMemory <= 0;
			writeReg <= 0;
		end
	endcase  
	end else begin
	   writePc <= 1;
		memToReg <= 0;
		jumpEnable <= 0;
		aluCtrl <= 0;
	   writeDst <= 0;
		writeFromIns <= 0;
		writeMemory <= 0;
		writeReg <= 0;
	end
	end
endmodule
==> ./run.sh <==
#!/bin/bash
# OpenROAD 26Q1-2900-gdf79404cd8, Yosys 0.63+post, stock flow scripts
make -C /OpenROAD-flow-scripts/flow DESIGN_CONFIG=/design/flow/config.mk WORK_HOME=/design/flow/orfs finish
==> ./config.mk <==
export PLATFORM = sky130hd
export DESIGN_NAME = controller
export DESIGN_NICKNAME = controller
export VERILOG_FILES = /design/flow/design.v
export SDC_FILE = /design/flow/constraint.sdc
export NUM_CORES = 4
export LEC_CHECK = 1
export CORE_AREA = 10 10 70 70
export DIE_AREA = 0 0 80 80
==> ./constraint.sdc <==
current_design controller

set clk_period 1.7
set clk_io_pct 0.2

create_clock -name clk0 -period $clk_period

set non_clock_inputs [all_inputs -no_clocks]
set_input_delay [expr $clk_period * $clk_io_pct] -clock clk0 $non_clock_inputs
set_output_delay [expr $clk_period * $clk_io_pct] -clock clk0 [all_outputs]
==> reports/qor.yml <==
outcome:
  outcome: "finished clean"
finish:
  area_growth_pct: 196
  layout-drive-gt1-share: 0.379
  fill_cells: 417
  nClkBuffers: 0
  flops: 0
  fin_cells: 75
  regArea_sq_um: 0
  final_common_cell: "sky130_fd_sc_hd__dlygate4sd2_1"
  final_layout_top_logic_cells: "sky130_fd_sc_hd__dlygate4sd2_1 (10), sky130_fd_sc_hd__nand2b_1 (3), sky130_fd_sc_hd__buf_4 (3), sky130_fd_sc_hd__clkbuf_2 (2)"
  postLayoutCellArea_sq_um: 304
synthesis:
  yosysCellCount: 13
  netlist_area_sq_um: 103
  ys_sh_xor: 0
  synth.logic.top_family: "simple AND/OR/NAND/NOR gates"
  instance_count_of_the_mapped_netlist: 13
  yosys-mux-area-fraction: 0
  area_leaders: "sky130_fd_sc_hd__nand2b_1 (18%), sky130_fd_sc_hd__o21bai_4 (18%), sky130_fd_sc_hd__nor4b_2 (15%)"
  synth-adder-area-share: 0
  synth_sequential_area_ratio: 0
  synth.yosys.chip_area_sq_um: 103
  synthAoiAreaFrac: 0.439
  number_of_distinct_standard_cells_referenced_by_the_synthesized_netlist: 10
  yosys.area.top_type: "sky130_fd_sc_hd__nand2b_1"
  yosysWarningCount: 1
  top_cell_area_share: 0.183
  post_synth_and_or_nand_nor_area_fraction: 0.488
  synthesis.area_per_instance_sq_um: 7.89
drt:
  finalWirelength_um: 667
  highest_layer: "met3"
  met3RoutedLength_um: 69
  dr.pass1.iters: 2
  dr_total_vias: 169
  detail_route.drc_violations: 0
  num_antenna_cells: 0
  routedWlPerCell_um: 8.89
  routed-wl-met2_um: 255
  drt_via_density: 2.25
  antenna_left: 0
  m1_wl_um: 342
  drt-initial-drc-count: 1
pwr:
  leakagePower_nw: 0.134
  power.density_nw_per_um2: 157
  peakVddDrop_mv: 0.0299
timing:
  finalHoldWorstSlack_ns: 1.04
  final-hold-violation-count: 0
  timing.final.crit_share: 0.944
  unrepaired_setup_endpoints_after_global_routing: "false"
  max_freq_ghz: 0.623
  timing.final.setup_violations: 0
  final_worst_path_setup_slack_ns: 0.0958
  post-route-min-period_ns: 1.60
  report.final.slew_viol_count: 0
  pin_slew_with_the_least_headroom_to_its_limit_ns: 0.187
  maxSlewHeadroom: 0.875
  timing.setup.tns_ns: 0
placed_design:
  pre_cts_ws_ns: -0.380
  placed_cell_area_sq_um: 300
  place_inst: 73
  dp_hpwl_um: 568
  routability_congestion: 0.714
  portBuffers: 14
setup_path:
  crit_top_cell: "sky130_fd_sc_hd__dlygate4sd2_1"
  cp_cell_sequence: "dlygate4sd2_1 > o21bai_4 > buf_4 > nor3b_2 > dlygate4sd2_1"
  cpPeakStageDelay_ns: 0.25
  required_ns: 1.36
  end_kind: "output port"
  crit_path_max_fanout: 3
  critical_path_arrival_ns: 1.26
  timing.critical_path.slowest_stage_cell: "sky130_fd_sc_hd__dlygate4sd2_1"
  timing.critical_path.from_type: "input pin"
  worstSetupStartpoint: "opCode[2]"
  timing.setup.critical_path_class: "input pin to output port"
floorplanning:
  die-height_um: 80
  rows: 21
  initial_cell_density_of_the_core: 0.0300
  die.size.x_um: 80
  fp.dieArea_sq_um: 6400
  coreArea_sq_um: 3420
  top_level_ports: 15
global_route:
  antenna_found_initial: 0
  combined_global_route_utilization_of_all_metal_layers: 0.0199
  largest_net_degree_at_the_start_of_global_routing: 9
  globalRouteOverflowTotal: 0
  number_of_global_route_vias_before_repair: 172
  grt_pass1_wl_um: 993
clocking:
  cts.hold.buffers_added: 0
job:
  warnings: 34
  max_cap_viol_count: 0
hold_path:
  holdCritStartpoint: "opCode[1]"
  hold_path_class: "input pin to output port"
-- synth_stat cells --
cell                        count
sky130_fd_sc_hd__o2111ai_1      1
sky130_fd_sc_hd__nor3_1         1
sky130_fd_sc_hd__o211ai_1       1
sky130_fd_sc_hd__nor3b_1        1
sky130_fd_sc_hd__nor2_1         1
sky130_fd_sc_hd__a21oi_1        2
sky130_fd_sc_hd__nand2b_1       3
sky130_fd_sc_hd__buf_4          1
sky130_fd_sc_hd__nor4b_2        1
sky130_fd_sc_hd__o21bai_4       1
-- report_power, final --
group | internal (W) | switching (W) | total (W)
logic | 0.0000274 | 0.0000203 | 0.0000476
clock network | 0 | 0 | 0
registers | 0 | 0 | 0
-- per-layer routing --
layer | vias up | global-route usage
met2 | 8 | 0.0265
met3 | 0 | 0.00909
met4 | 0 | 0
met1 | 78 | 0.0297
met5 | - | 0
li1 | 83 | -
-- final timing paths --
path | to | depth (start not counted)
hold / removal | memToReg | 3
setup / recovery | writeFromIns | 5
-- per-stage QoR --
stage	util	total power, W
after floorplan	-	0.0000124
after global placement	0.0879	0.0000509
after detailed placement	0.0879	0.0000520
after CTS	0.0879	0.0000478
after global routing	0.0890	0.0000525
final	0.0890	0.0000476
-- cell families (layout without fill, tap and decap cells) --
| logic type | after synthesis | count (layout) |
|---|---|---|
| and+or+nand+nor | 7 | 7 |
| AOI/OAI and AO/OA | 5 | 5 |
| buffers and inverters | 1 | 17 |
-- layout make-up --
type	count	area (sq um)	share of cell area
well taps	46	57.6	0.189
multi-input cells	12	109	0.358
repair buffers	17	138	0.453
-- repair_timing --
action                                  4_1_cts  5_1_grt
resized                                      16        7
setup buffers                                 2        0
pin swaps                                     2        0
endpoints found under the setup margin        8        2
-- worst max-delay path: cells and delay by family --
family	cells	cell delay (ns)
AND-OR/OR-AND	1	0.18
buffers and inverters	3	0.61
AND/OR/NAND/NOR	1	0.14
No activity file was given, so power comes from the tool's default toggle rates.
