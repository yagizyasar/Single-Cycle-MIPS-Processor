--- /design/flow/run.sh ---
#!/bin/bash
# OpenROAD 26Q1-2900-gdf79404cd8, Yosys 0.63+post, stock flow scripts
make -C /OpenROAD-flow-scripts/flow DESIGN_CONFIG=/design/flow/config.mk WORK_HOME=/design/flow/orfs finish
--- /design/flow/config.mk ---
export PLATFORM = sky130hd
export DESIGN_NAME = instruction_memory
export DESIGN_NICKNAME = instruction_memory
export VERILOG_FILES = /design/flow/design.v
export SDC_FILE = /design/flow/constraint.sdc
export NUM_CORES = 4
export LEC_CHECK = 1
export CORE_AREA = 10 10 70 70
export DIE_AREA = 0 0 80 80
--- /design/flow/constraint.sdc ---
current_design instruction_memory

set clk_period 3.0
set clk_io_pct 0.2

create_clock -name clk0 -period $clk_period

set non_clock_inputs [all_inputs -no_clocks]
set_input_delay [expr $clk_period * $clk_io_pct] -clock clk0 $non_clock_inputs
set_output_delay [expr $clk_period * $clk_io_pct] -clock clk0 [all_outputs]
--- /design/flow/design.v ---
`timescale 1ns / 1ps
module instruction_memory(input logic [4:0] address, output logic [15:0] instruction, nextInstruction);
	logic [15:0] instructionMemory[31:0]; 
    assign instructionMemory[0] = 16'b0001000000000111;
    assign instructionMemory[1] = 16'b0001000100000010;
    assign instructionMemory[2] = 16'b0010000000000000;
    assign instructionMemory[3] = 16'b0010000000010001;
    assign instructionMemory[4] = 16'b0011001000000000;
    assign instructionMemory[5] = 16'b0011001100000000;
    assign instructionMemory[6] = 16'b0011010000000001;
    assign instructionMemory[7] = 16'b1010100100100001;
    assign instructionMemory[8] = 16'b0100001100110000;
    assign instructionMemory[9] = 16'b0100001000100100;
    assign instructionMemory[10] = 16'b1010010100000000;
    assign instructionMemory[11] = 16'b0000000000110011;
    assign instructionMemory[12] = 16'b1110000000000000;
	assign instruction = instructionMemory[address];
	assign nextInstruction = instructionMemory[address + 1];
endmodule
==> metrics.cfg <==
[routing]
drt_iter0_drc = 11
num_vias = 706
drc = 0
vias_per_cell = 4.25
antenna_left = 0
n_antenna_cell = 0
routed_wl_um = 2070
post_drt_wl_per_cell_um = 12.5
drt_first_pass_iters = 4

[logic_synthesis]
ys_cells = 88
top_area_cell = buf_4
top_cells_by_count = 8 x a21oi_1, 7 x nand2_1, 6 x buf_4, 6 x nor2_1, 6 x nor3_1
yosysTopAreaCellShare_pct = 7.64
yosys.stat.seqShare_pct = 0
synth_top_cell_by_count = a21oi_1
synth.avg_cell_area_um2 = 6.70
synth.area.top_cells = buf_4 7.6%, buf_6 7.6%, a21oi_1 6.8%, mux2i_1 5.1%, nor3_1 5.1%
ys_types = 40
netlist_area_um2 = 589
yosysChipArea_um2 = 589
synth_cells = 88
yosys_warnings = 306

[floorplan]
die_width_um = 80
die_h_um = 80
row_count = 21
die_area_um2 = 6400
core_region_area_um2 = 3420
fp_util_pct = 17.3
io_pins = 37

[worst_setup_path]
cp-start-kind = input pin
cp-end-kind = primary output
worstPathRequired_ps = 2400
cp_max_fo = 16
setup.worst_path.class = in -> out
critPathArrivalTime_ps = 2260

[finish]
post-route-util_pct = 28.9
drive_gt1_share_pct = 21.7
seqCellArea_um2 = 0
syn_to_final_growth_pct = 67.5
nClkBuffers = 0
fin_area_um2 = 987
fillers = 386
seq_cells = 0
stdcell_count = 166

[min_path]
hold_class = in -> out
hold_depth = 4

[final_timing]
hold_viol = 0
setup-violations-final = 0
fin_tns_setup_ps = 0
drv_slew = 0
fin_crit_sh_pct = 95.4
period_minus_slack_ps = 2860
fmax_ghz = 0.349
rsz0062_at_grt = false

[outcome]
status = completed

[grt]
overflow = 0
grt_usage_pct = 6.23
grt_max_degree = 17
antenna_found_initial = 0
grt_first_pass_wirelength_um = 3430
grt_pass1_vias = 729

[placed_design]
dp.cells = 166
placed_area_um2 = 963
dp_hpwl_um = 1750
gp_congestion = 0.863
portBuffers = 31

[clocking]
cts_hold_buf = 0

[power_and_ir_drop]
power_density_nw_per_um2 = 127
p_leak_uw = 0.000405
vdd.ir_drop.worst_mv = 0.0525

[flow_run]
tool_warnings = 32
drv_cap = 0

==> final timing paths <==
check,start,to
worst max-delay path,address[2],instruction[8]
worst min-delay path,address[0],nextInstruction[13]
==> worst max-delay path: stages <==
cell and delay (ps):
clkdlybuf4s50_1 500, buf_12 160, inv_2 80, a211o_1 310
a21oi_2 130, clkdlybuf4s50_1 470
==> area by class of cell <==
| type | instances | area [µm²] | area share (%) |
|---|---|---|---|
| well taps | 46 | 57.6 | 5.83 |
| multi-input cells | 72 | 483 | 48.9 |
| repair buffers | 44 | 432 | 43.7 |
| inverters | 4 | 15.0 | 1.52 |
==> per-stage QoR <==
stage          worst slack [ps]  total power (µW)  hold WS [ps]
6_report                    138               125          1830
2_1_floorplan              1080              65.8          1300
3_5_place_dp               10.6               126          2330
5_1_grt                    22.8               140          1900
4_1_cts                    11.6               126          2340
3_3_place_gp               47.9               125          2320
==> repair_timing <==
item | in CTS | in global routing
endpoints found under the setup margin | 0 | 9
resized | 0 | 7
buffers inserted | 0 | 0
==> power breakdown <==
group | switching, µW | internal (µW) | total, µW
logic | 54.5 | 70.8 | 125
registers | 0 | 0 | 0
clock network | 0 | 0 | 0
==> cells by family (layout without fill, tap and decap cells) <==
kind of cell	Yosys count	in the layout	synth area share, %
AOI/OAI and AO/OA	29	29	35.7
and+or+nand+nor	31	31	30.8
xor gates and xnor gates	3	3	4.46
buffers and inverters	21	48	23.4
muxes	3	3	5.10
other	1	6	0.636
==> placed cells by master (no fill, tap or decap), types with 2 or more instances in the layout <==
cell type        synthesis  layout
nor3_1                   6       6
dlymetal6s2s_1           0       3
buf_4                    6      11
o21ai_0                  5       5
clkdlybuf4s50_1          0      28
mux2i_1                  3       3
a2111oi_2                2       2
a211o_1                  2       2
conb_1                   1       6
a21oi_1                  8       8
nor2_1                   6       6
nand2_1                  7       7
nor2b_2                  0       2
inv_1                    3       3
==> layer usage <==
| metal | GRT usage (%) | vias up | wire, µm |
|---|---|---|---|
| met4 | 0 | 0 | 0 |
| met2 | 10.8 | 23 | 1010 |
| met1 | 7.98 | 316 | 889 |
| met5 | 0 | - | 0 |
| li1 | - | 367 | - |
| met3 | 1.70 | 0 | 166 |
Power is estimated from default activity; no workload was simulated.
